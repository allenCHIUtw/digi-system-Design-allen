[flow/design.v]
module CHIP(clk,
            rst_n,
            mem_wen_D,
            mem_addr_D,
            mem_wdata_D,
            mem_rdata_D,
            mem_addr_I,
            mem_rdata_I
    );
    parameter width = 32;
    input         clk, rst_n ;
    output        mem_wen_D  ;   
    output [31:0] mem_addr_D ;   
    output [31:0] mem_wdata_D;   
    input  [31:0] mem_rdata_D;   
    output [31:0] mem_addr_I ;   
    input  [31:0] mem_rdata_I;   
    reg  [width-1:0] PC_r,PC_w ;
    wire [width-1:0] reg_rdata_1 , reg_rdata_2, alusrc_data , o_immgen ,alu_result ,write_data_reg,final_read;
    wire [width-1:0] i_r_instruction  ,o_addr_mem,i_data_mem ,PC_PLUS4;
    wire [6:0] i_opcode,i_func7;
    wire [4:0] i_rs1,i_rs2,i_rd_or_imm;
    wire [3:0] o_aluctrol;
    wire [2:0] i_func3;
    wire [1:0] aluop;
    wire zero , jalr,jal, jal_or_jalr, branch ,memread,memtoreg ,memwrite,alusrc,regwrite;
    assign mem_addr_I    = PC_r;
    assign mem_addr_D    = alu_result;  
    assign mem_wdata_D   = o_addr_mem;
    assign mem_wen_D     = memwrite ;
    assign i_opcode      = i_r_instruction[6:0];
    assign i_rd_or_imm   = i_r_instruction[11:7];
    assign i_func3       = i_r_instruction[14:12];
    assign i_rs1         = i_r_instruction[19:15];
    assign i_rs2         = i_r_instruction[24:20];
    assign i_func7       = i_r_instruction[31:25];
    assign PCINS_CTRL    = jal | (branch & zero);
    assign PC_PLUS4      = PC_r+32'd4;
    REG_FILE #(.BITS(5),.WIDTH(32)) registerfile_01(.read_reg_1(i_rs1),.read_reg_2(i_rs2),.write_reg(i_rd_or_imm),
                                                    .regWrite(regwrite),.clk(clk),.rst_n(rst_n),.write_data(write_data_reg),
                                                    .read_data_1(reg_rdata_1),.read_data_2(reg_rdata_2));
    ALU #(.BITS(32)) chipalu01(.i_a(reg_rdata_1),.i_b(alusrc_data),.i_ctrl(o_aluctrol),.o_zero(zero),.o_result(alu_result));
    ENDIAN_CONV endconv01(.i_endians(mem_rdata_I),.o_endians(i_r_instruction));  
    ENDIAN_CONV endconv02(.i_endians(reg_rdata_2),.o_endians(o_addr_mem));   
    ENDIAN_CONV endconv03(.i_endians(mem_rdata_D),.o_endians(i_data_mem));   
    MUX2to1 #(.BITS(32)) MUX_01(.i_a(PC_PLUS4),.i_b(final_read),.muxctrol(jal_or_jalr),.o_result(write_data_reg));
    MUX2to1 #(.BITS(32)) MUX_02(.i_a(o_immgen),.i_b(reg_rdata_2),.muxctrol(alusrc),.o_result(alusrc_data));  
    MUX2to1 #(.BITS(32)) MUX_03(.i_a(i_data_mem),.i_b(alu_result),.muxctrol(memtoreg),.o_result(final_read));   
    immGEN #(.WIDTH(32)) immedgene01(.i_instruction(i_r_instruction),.gen_instruction(o_immgen));
    ALU_CTRL alu_control(.OP(aluop),.funct3(i_func3),.funct7(i_func7[5]),.alu_control(o_aluctrol));
    INS_CONTROL insCtrol01(.opcode(i_opcode),.jalr(jalr),.jal(jal),.jal_or_jalr(jal_or_jalr),.branch(branch),
                           .memread(memread),.memtoreg(memtoreg),.aluop(aluop),
                           .memwrite(memwrite),.alusrc(alusrc),.regwrite(regwrite));
    always @(*) begin 
         PC_w       = (jalr) ? reg_rdata_1 + o_immgen : (PCINS_CTRL) ? PC_r + o_immgen : PC_r + 4 ;
    end
    always @(posedge clk) begin 
          if(!rst_n) begin  
            PC_r <= 32'd0; 
          end
          else  begin       
            PC_r <= PC_w;
          end
    end
endmodule
module INS_CONTROL(
        input [6:0]opcode,
        output jalr,
        output jal,
        output jal_or_jalr,
        output branch,
        output memread,
        output memtoreg,
        output memwrite,
        output alusrc,
        output regwrite,
        output [1:0] aluop
 );
 reg [10:0] control;
 assign {jalr,jal,jal_or_jalr,branch,memread,memtoreg,memwrite,alusrc,regwrite,aluop[1:0]} = control;
 parameter JAL        = 7'b1101111;    
 parameter JALR       = 7'b1100111;    
 parameter BRANCH     = 7'b1100011;    
 parameter LOAD       = 7'b0000011;    
 parameter STORE      = 7'b0100011;    
 parameter ARITH      = 7'b0110011;    
 always@(*)
 begin
  case (opcode)  
    JAL:     control = 11'b01100101100;   
    JALR:    control = 11'b10100101100;   
    BRANCH:  control = 11'b00010000000;    
    LOAD:    control = 11'b00001101100;  
    STORE:   control = 11'b00000011000;  
    ARITH:   control = 11'b00000000110;  
    default: control = 11'b00000000000; 
  endcase
 end
endmodule
module REG_FILE #( parameter BITS=5,parameter WIDTH =32)(  
    input  [BITS-1:0] read_reg_1,
    input  [BITS-1:0] read_reg_2,
    input  [BITS-1:0] write_reg,
    input  regWrite,
    input  clk,
    input  rst_n,
    input  [WIDTH-1:0] write_data,
    output [WIDTH-1:0] read_data_1,
    output [WIDTH-1:0] read_data_2
 );
  integer  idx;
  reg [WIDTH-1:0] reg_r [0:WIDTH-1];
  reg [WIDTH-1:0] reg_w [0:WIDTH-1];
  assign  read_data_1  =   reg_r[read_reg_1];
  assign  read_data_2  =   reg_r[read_reg_2];
  always @(*) begin
    for(idx=0; idx<WIDTH; idx=idx+1) begin 
         reg_w[idx]  = reg_r[idx]; 
      end
  end
 always @(posedge clk   ) begin
  if(!rst_n) begin
    for(idx=0; idx<WIDTH; idx=idx+1) begin 
         reg_r[idx] <= 32'd0; 
    end
  end
  else begin 
      if(regWrite == 1'b1 & write_reg != 5'd0) begin
        reg_r[ write_reg ] <= write_data;
      end
      else begin 
          for(idx=0; idx<WIDTH; idx=idx+1) begin 
              reg_r[idx] <= reg_w[idx]; 
           end
      end
  end
 end
endmodule
module ALU #( parameter BITS =32
 )(
    input [BITS-1:0] i_a,
    input [BITS-1:0] i_b,
    input [3:0] i_ctrl,
    output  o_zero,  
    output  [BITS-1:0] o_result
 );
   parameter AND      = 4'b0000;
   parameter OR       = 4'b0001;
   parameter ADD      = 4'b0010;  
   parameter SUBTRACT = 4'b0110;   
   parameter SLT      = 4'b1000;
  reg [31:0 ] in_result ;
  reg in_zero;
   assign   o_result = in_result ;
   assign   o_zero   = in_zero  ;
    always @(*) begin
      case(i_ctrl)
        AND:begin
            in_zero     = 1'b0;
            in_result   = i_a & i_b;
        end
        OR: begin
            in_zero     = 1'b0;
            in_result   = i_a | i_b;
        end
        ADD :begin 
             in_zero     = 1'b0;
             in_result = i_a + i_b;
        end
        SUBTRACT: begin 
            in_zero     =  (i_a == i_b) ? 1'b1 : 1'b0;
            in_result   =  i_a - i_b;
        end
        SLT : begin 
            in_zero     = 1'b0 ;
            in_result   = (i_a < i_b) ? 32'd1 : 32'd0;
        end
        default: begin 
            in_zero     = 1'b0;
            in_result   = 32'd0;
        end
      endcase
    end
endmodule
module immGEN #(parameter WIDTH =32)(    
    input [WIDTH-1:0] i_instruction,
    output [WIDTH-1:0] gen_instruction
 );
 reg [WIDTH-1:0] gened;
 assign gen_instruction = gened;
 always @(*) begin
    case(i_instruction[6:0]) 
    7'b1100011:  begin  
         gened  = {{{WIDTH-12}{i_instruction[31]}},i_instruction[7],i_instruction[30:25],i_instruction[11:8],1'b0};
    end
    7'b1101111: begin   
         gened  = {{{WIDTH-20}{i_instruction[31]}},i_instruction[19:12], i_instruction[20] ,i_instruction[30:25],i_instruction[24:21],1'b0};
    end
    7'b0000011: begin   
        gened  ={{{WIDTH-11}{i_instruction[31]}},i_instruction[30:25],i_instruction[24:21],i_instruction[20]};
    end
    7'b0100011: begin   
        gened  ={{{WIDTH-11}{i_instruction[31]}},i_instruction[30:25],i_instruction[11:8],i_instruction[7]};
    end
    default: begin
         gened  = {WIDTH{1'b0}};
    end
  endcase
 end
endmodule
module ALU_CTRL(  
   input [1:0] OP,  
   input [2:0] funct3,
   input   funct7,
   output [3:0]alu_control
 );  
  assign  alu_control[0] = OP[1] & funct3[2] & funct7 & (!funct3[0]);
  assign  alu_control[1] = !(OP[1] & (!OP[0]) & funct3[1]);
  assign  alu_control[2] = ((!OP[1])  & (!funct3[1])) | (funct7 & OP[1]);
  assign  alu_control[3] = OP[1] & (!funct3[2]) & funct3[1];
endmodule
module  ENDIAN_CONV(
    input [31:0] i_endians,
    output [31:0] o_endians
 );
 assign  o_endians ={{i_endians[7:0]} ,{i_endians[15:8]} ,{i_endians[23:16]} ,{i_endians[31:24]}};
endmodule
module MUX2to1#(parameter BITS=32) ( 
 input [BITS-1:0] i_a ,
 input [BITS-1:0] i_b ,
 input muxctrol,
 output [BITS-1:0] o_result
 );
 assign o_result =(muxctrol) ? i_a : i_b ;
endmodule
module adder #(parameter BITS=32) (
 input [BITS-1:0] i_a ,
 input [BITS-1:0] i_b,
 output o_result
 );
 assign o_result = i_a + i_b;
endmodule
[flow/run.sh]
#!/bin/bash
# OpenROAD 26Q1-2900-gdf79404cd8, Yosys 0.63+post, stock flow scripts
make -C /OpenROAD-flow-scripts/flow DESIGN_CONFIG=/design/flow/config.mk WORK_HOME=/design/flow/orfs finish
[flow/config.mk]
export PLATFORM = sky130hd
export DESIGN_NAME = CHIP
export DESIGN_NICKNAME = CHIP
export VERILOG_FILES = /design/flow/design.v
export SDC_FILE = /design/flow/constraint.sdc
export NUM_CORES = 4
export LEC_CHECK = 1
export CORE_UTILIZATION = 40
[flow/constraint.sdc]
current_design CHIP

set clk_period 21.0
set clk_io_pct 0.2

create_clock -name clk0 -period $clk_period [get_ports {clk}]

set non_clock_inputs [all_inputs -no_clocks]
set_input_delay [expr $clk_period * $clk_io_pct] -clock clk0 $non_clock_inputs
set_output_delay [expr $clk_period * $clk_io_pct] -clock clk0 [all_outputs]
==> Changelog: implementation <==
## Flow update

* FILL cells at 13,654
* Cell type with the largest total area: edfxtp_1
* Aggregate global-route resource usage at 33.74%
* DP Area at 66,800 um^2
* Mean number of vias per cell at 6.372
* Top-area cell share at 48.96%
* Most frequent logic cell in the layout: edfxtp_1
* Setup repair after global routing missed its margin: false
* Hold Crit Class: register to register
* Crit share post-route at 74.45%
* Top logic cell family in the synthesized netlist: multiplexers
* Port Buf Inserts at 162
* Flops after synth at 1,056
* PwrDens at 84.01 nW/um^2
* Leakage component of the power at 24.82 nW
* 1st-iter DRT viols at 3,265
* Chip height at 398.2 um
* Total of endpoints with negative setup slack in the final report at 0
* Maximum clock insertion buffer count at 3
* Total wirelength of the detailed-routed design at 244.7 mm
* Number of distinct library cells after synthesis at 102
* Post-Synthesis Cells at 4,750
* Critical-path maximum fanout at 46
* Startpoint-to-endpoint class of the critical path: primary input to output port
* Family with the most delay on the worst path: buffers and inverters
* Result of the run: finished clean
* Clock skew after layout at 0.06627 ns
* Number of cell instances after yosys synthesis at 4,750
* Quantity of hold-fixing buffers added after cts at 0
* Cells traversed along the worst timing path: buf_8 > buf_4 > buf_4 > mux4_2 > mux4_2 > mux2i_1 > ha_1 > and2_0 > a311o_1 > o21ai_2 > o211ai_1 > a41oi_1 > nand2_1 > xnor2_1 > nor2_1 > or3b_2 > clkdlybuf4s50_1
* Commonest cells after routing, fill and taps aside: edfxtp_1, nor2_1, mux4_2, a21oi_1, buf_4
* Total die area at 158,600 um^2
* Required time of the critical path at 16.80 ns
* # H-tree levels at 3
* Clk pin slew, worst setup/hold paths at 0.05 ns
* Cell row count at 145
* Relative slew margins at 15.22%
* Pin slew with the least headroom to its limit at 1.240 ns
* Wire length the detailed router placed on met1 at 73.59 mm
* Synthesized-area fraction occupied by xor and xnor cells at 1.241%
* Tally of nets with antenna violations remaining after routing at 0
* Library cell used as clock root buffer: clkbuf_16
* Largest stage delay on the critical path at 0.93 ns
* Number of I/O pins at 163
* Routability congestion estimate at 0.9776
* Layout area overhead at 12.02%
* Worst ir drop on vdd at 0.00007380 V
* Count of final max-slew check failures at 0
* FF+latch area at 31,390 um^2
* Area fraction in compound gates after synthesis at 8.162%
* Predominant post-synthesis flop cell: edfxtp_1
* F_max at 0.06396 GHz
* Post-synthesis instance area at 62,800 um^2
* Total number of warnings across the stage logs at 74
* Portion of the post-synthesis area used by sequential elements at 49.98%
* Clock insertion delay at the later pin of the skew report at 0.77 ns
* Final Hold Vio Count at 0
* Average instance area after synthesis at 13.22 um^2
* Via count at 44,046
* WP buf/inv at 4
* Number of enable flip-flop cells at 1,024
* Share of the core filled by cells before placement at 40.25%
* HPWL Detailed at 153.0 mm
* FA/HA/MAJ Cells, Area Fraction at 2.578%
* Clock sinks at 1,056
* Hold slack at 0.6126 ns
* Post-route minimum period at 15.64 ns
* Chip area in the Yosys report at 62,800 um^2
* Final global-route overflow total at 0
* Die width at 398.2 um
* Share of synthesized cell area in and, or, nand and nor gates at 9.939%
* Syn. warnings at 7
* Multiplexer share of the synthesized area at 24.35%
* Post-cts repair resize count at 0
* Per-cell routed wire length at 35.40 um
* Drt first pass iters at 7
* Count of maximum capacitance violations at 0
* CP max-delay cell: mux2i_1
* Number of antenna violations at the first check in global routing at 13
* Crit path DAT at 11.44 ns
* Pin count of the biggest net entering global routing at 97
* Top cells by area: edfxtp_1, mux4_2, nor2_1, ha_1, a21oi_1
* Number of global-route vias before repair at 46,615
* Setup crit end kind: output port
* Proportion of register bits with asynchronous set or reset after synthesis at 0%
* Uppermost signal routing layer after detailed routing: met5
* Number of buffers created by CTS at 113
* Global-route wire length before repair at 343.6 mm
* Design Area, Final at 70,350 um^2
* DR WL met3 at 45.85 mm
* Comb gate area at 29,560 um^2
* Setup tns final at 0 ns
* Placeable core region at 156,000 um^2
* Post-route DRC violation count at 0
* Clock tree from TritonCTS: done
* Detailed-routed wire length on met2 at 109.6 mm
* Startpoint class of the critical path: primary input
* Ratio of cells with drive above 1 in the final layout at 25.36%
* Buffers inserted by post-CTS timing repair at 0
-- synthesized netlist by cell type (all sizes together), types with 7 or more instances --
cell,n
mux4,640
or2,15
o21bai,13
nand2b,15
a31oi,19
buf,175
a221oi,19
o211ai,27
a211oi,94
a221o,9
xor2,44
nor2b,21
clkbuf,286
o21a,30
mux2,50
edfxtp,1024
a21oi,248
and3,20
o221ai,11
nor3b,8
o21ai,119
a2111oi,9
a21o,51
nand2,203
nor4,13
nor2,944
a22o,13
and2,18
ha,123
a211o,10
a22oi,11
nand3,43
inv,97
or3,19
o22ai,12
xnor2,45
o31ai,10
a311oi,8
nand4,20
dfxtp,32
o211a,7
nor3,74
mux2i,31
-- per-stage QoR --
stage	std cells	power (mW)	worst slack, ns	utilization, %
floorplan	4781	3.370	7.612	-
global placement	6705	3.976	5.534	42.81
detailed placement	6705	3.971	5.518	42.81
CTS	6909	5.902	5.505	45.08
global route	6911	6.101	4.923	45.09
finish	6912	5.910	5.365	45.09
-- kinds of logic after synthesis --
kind of cell               after synthesis
AOI/OAI and AO/OA                      760
muxes                                  721
other                                    1
xor gates and xnor gates                89
buffers and inverters                  559
DFF                                   1056
adders and majority gates              127
and+or+nand+nor                       1437
-- path summary, 6_finish.rpt --
kind	startpoint	end	slack, ns	depth (start not counted)
worst max-delay path	mem_rdata_I[23]	mem_addr_D[27]	5.36	17
worst min-delay path	PC_r[0]	PC_r[0]	0.61	2
worst max register to register	registerfile_01.reg_r[31][10]	registerfile_01.reg_r[17][14]	14.53	17
worst min register to register	PC_r[0]	PC_r[0]	0.61	2
-- routing by layer --
metal / global-route usage [%] / up-vias
li1: - / 18454
met1: 36.90 / 21519
met2: 47.78 / 3297
met3: 26.50 / 739
met4: 15.07 / 37
met5: 5.630 / -
-- worst min-delay path: cells and delay by family (launching register included) --
kind	cells	cell delay (ns)
simple gates	2	0.19
flops	1	0.38
-- registers in the layout (all words and copies together), names as in the netlist --
name / flops
PC_r: 32
registerfile_01.reg_r: 1024
-- where the power goes --
group          switching, mW  internal (mW)  leakage (nW)
logic                   1.03          0.521          12.3
registers             0.0355           2.38          10.8
clock network          0.868           1.08          1.74
total                   1.93           3.98          24.8
-- layout make-up --
type,instances,area share (%)
well taps,2058,3.660
diodes,3,0.01067
clock buffers,131,4.146
repair buffers,327,4.123
flip-flops and latches,1056,44.62
inverters,98,0.5247
clock inverters,73,0.8964
multi-input cells,3166,42.02
Power and IR drop assume default switching activity.
