==> ./design.v <==
module alu_assign(
    ctrl,
    x,
    y,
    carry,
    out  
);
    input      [3:0] ctrl;
    input      [7:0] x;
    input      [7:0] y;
    output     carry;
    output  [7:0] out;
    wire [8:0]signed_add,signed_sub,bitand,bitor,bitnot,bitxor;
    wire [8:0]bitnor,sllv,srlv,sra,rl,rr,eq;
    wire [7:0] temp[0:10];
    assign signed_add   ={x[7],x}+{y[7],y};
    assign signed_sub   ={x[7],x}-{y[7],y};
    assign temp[0]      =x & y;
    assign bitand       ={1'b0,temp[0]};
    assign temp[1]      =x | y;
    assign bitor        ={1'b0,temp[1]};
    assign temp[2]      =~x;
    assign bitnot       ={1'b0,temp[2]};
    assign temp[3]      =x ^ y;
    assign bitxor       ={1'b0,temp[3]};
    assign temp[4]      =~(x | y);
    assign bitnor       ={1'b0,temp[4]};
    assign temp[5]      =y<<x[2:0];
    assign sllv          ={1'b0,temp[5]};
    assign temp[6]      =y>>x[2:0];
    assign srlv          ={1'b0,temp[6]};
    assign temp[7]      ={x[7],x[7:1]};
    assign sra          ={1'b0,temp[7]};
    assign temp[8]      ={x[6:0],x[7]};
    assign rl           ={1'b0,temp[8]};
    assign temp[9]      ={x[0],x[7:1]};
    assign rr           ={1'b0,temp[9]};
    assign temp[10]     =(x==y)?8'd1:8'd0;
    assign eq           ={1'b0,temp[10]};
    assign {carry,out}=(ctrl==4'd0)?  signed_add
                      :(ctrl==4'd1)?  signed_sub
                      :(ctrl==4'd2)?  bitand
                      :(ctrl==4'd3)?  bitor
                      :(ctrl==4'd4)?  bitnot
                      :(ctrl==4'd5)?  bitxor
                      :(ctrl==4'd6)?  bitnor
                      :(ctrl==4'd7)?  sllv
                      :(ctrl==4'd8)?  srlv
                      :(ctrl==4'd9)?  sra
                      :(ctrl==4'd10)? rl
                      :(ctrl==4'd11)? rr
                      :(ctrl==4'd12)? eq
                      :9'd0;
endmodule
==> ./run.sh <==
#!/bin/bash
# OpenROAD 26Q1-2900-gdf79404cd8, Yosys 0.63+post, stock flow scripts
make -C /OpenROAD-flow-scripts/flow DESIGN_CONFIG=/design/flow/config.mk WORK_HOME=/design/flow/orfs finish
==> ./config.mk <==
export PLATFORM = sky130hd
export DESIGN_NAME = alu_assign
export DESIGN_NICKNAME = alu_assign
export VERILOG_FILES = /design/flow/design.v
export SDC_FILE = /design/flow/constraint.sdc
export NUM_CORES = 4
export LEC_CHECK = 1
export CORE_UTILIZATION = 30
==> ./constraint.sdc <==
current_design alu_assign

set clk_period 3.9
set clk_io_pct 0.2

create_clock -name clk0 -period $clk_period

set non_clock_inputs [all_inputs -no_clocks]
set_input_delay [expr $clk_period * $clk_io_pct] -clock clk0 $non_clock_inputs
set_output_delay [expr $clk_period * $clk_io_pct] -clock clk0 [all_outputs]
==> run notes <==
## Run status
- **status** finished clean

## Global route
- **initial antenna violation count** 0
- **pin count of the biggest net entering global routing** 32
- **vias in the first global route** 2,645
- **total routing usage reported by global routing** 0.2332
- **grt total ovfl** 0
- **global-route wire length before repair** 13,830 µm

## Detailed routing
- **post-detailed-route DRC marker count** 0
- **first-iteration detailed-routing DRC count** 232
- **routed length per instance** 17.34 µm
- **count of inserted antenna diode cells** 0
- **mean number of vias per cell** 5.649
- **Via Count** 2,819
- **final WL** 8652 µm
- **count of nets left with antenna violations after detail routing** 0
- **TritonRoute pass-1 iters** 5

## Synth
- **Gate Count Post-Synth** 311
- **post-synth cell types** 59
- **Synthesis Warnings** 1
- **post-synthesis chip area from yosys** 2263 µm²
- **Largest type area fraction** 0.1327
- **yosys cell count** 311
- **largest area contributor in the synthesized netlist** sky130_fd_sc_hd__ha_1
- **average footprint of a synthesized cell** 7.278 µm²
- **proportion of synthesized chip area in sequential cells** 0
- **list of most frequent post-synthesis cells** 38 x sky130_fd_sc_hd__o21ai_0, 24 x sky130_fd_sc_hd__ha_1, 24 x sky130_fd_sc_hd__nor2_1, 22 x sky130_fd_sc_hd__inv_1
- **combined area of all synthesized cells** 2263 µm²
- **cell with the most instances after synthesis** sky130_fd_sc_hd__o21ai_0
- **Top cells by area** sky130_fd_sc_hd__ha_1 13%, sky130_fd_sc_hd__o21ai_0 8.4%, sky130_fd_sc_hd__mux4_1 7.0%, sky130_fd_sc_hd__clkbuf_8 5.5%, sky130_fd_sc_hd__a21oi_1 4.6%

## Finish
- **fraction of final layout cells with drive strength greater than 1** 0.3575
- **tally of clock buffers in the finished layout** 0
- **area overhead of the layout relative to synthesis** 48.70%
- **sequential cell area** 0 µm²
- **final core occ** 0.4616
- **number of sequential cells in the layout** 0
- **fin cells** 499

## Floorplan
- **Ports** 29
- **Chip Height** 88.86 µm
- **core outline area** 7292 µm²
- **effective utilization at floorplan** 0.3104
- **standard-cell row count** 31
- **overall die width** 88.86 µm
- **Chip Footprint** 7896 µm²

## Worst setup path
- **worst stage delay on the critical path** 700 ps
- **cell-by-cell listing of the critical path** clkdlybuf4s50_1 -> buf_4 -> nand2b_1 -> o21ai_0 -> a22o_1 -> o22ai_1 -> o211ai_1 -> clkdlybuf4s50_1
- **maximum fanout encountered on the critical timing path** 8
- **type of destination of the critical path** output port
- **endpoint required time on the critical path** 3120 ps
- **Critical Path Start Type** primary input
- **most used cell, CP** sky130_fd_sc_hd__clkdlybuf4s50_1
- **Crit Path Category** primary input to output port
- **signal arrival time at the worst endpoint** 3050 ps
- **CP max-delay cell** sky130_fd_sc_hd__clkdlybuf4s50_1

## STA
- **Pins Over Slew Limit** 0
- **post-route worst setup slack** 65.57 ps
- **Tightest Pin Transition** 390.5 ps
- **Final Cycle Share** 0.9832
- **unrepaired setup endpoints after global routing** yes
- **highest clock frequency the design can meet** 260.8 MHz
- **final sum of negative setup slack** 0 ps
- **final tally of setup violations** 0
- **max_slew headroom** 0.7387
- **Final Hold Vio Count** 0
- **final critical delay including setup and external delays** 3834 ps

## Job
- **total number of warnings across the stage logs** 50
- **Max Cap Violations** 0

## Placement
- **number of I/O port buffers** 29
- **hpwl dp** 6771 µm
- **pre-CTS setup slack** -516.3 ps
- **weighted congestion at the end of routability-driven global placement** 0.9777
- **number of placed cells counting well taps** 495

## Power and ir drop
- **standby leakage power** 1.421 nW
- **Tot Pwr** 0.4431 mW
- **power density cells** 131.7 nW/µm²
- **IR Drop Worst-Case VDD** 0.04446 mV

## Worst hold path
- **classification of the worst-slack hold path** primary input to output port

## CTS
- **Post-CTS Hold Fix Bufs** 0

through the flow:
| stage | hold WS [ps] | area (µm²) |
|---|---|---|
| floorplan | 1737 | 2263 |
| global placement | 2861 | 3109 |
| detailed placement | 2852 | 3109 |
| CTS | 2662 | 3242 |
| global route | 2433 | 3366 |
| finish | 2371 | 3366 |
kinds of logic after synthesis:
logic type	after synthesis	share of synthesized area
AOI/OAI and AO/OA	124	0.3582
xor gates and xnor gates	6	0.02322
adders and majority gates	26	0.1504
and+or+nand+nor	84	0.1841
muxes	17	0.1349
buffers and inverters	54	0.1493
worst max-delay path: cells and delay by family:
family	cells	cell delay, ps
compound gates	4	680
buf+inv	3	1410
simple gates	1	190
metal layers:
| layer | global-route usage | vias to the layer above | share of wire |
|---|---|---|---|
| met5 | 0 | - | 0 |
| met4 | 0.05279 | 0 | 0.029 |
| met3 | 0.01892 | 20 | 0.054 |
| met2 | 0.3804 | 113 | 0.46 |
| met1 | 0.3392 | 1340 | 0.45 |
| li1 | - | 1346 | - |
report_power, final:
group / total, mW / switching, mW / leakage (nW) / internal (mW)
registers: 0 / 0 / 0 / 0
clock network: 0 / 0 / 0 / 0
logic: 0.443 / 0.216 / 1.42 / 0.227
cell type report:
type | count | area [µm²]
Fill cell | 743 | 3926
Inverter | 25 | 95.09
Multi-Input combinational cell | 257 | 2151
Tap cell | 99 | 123.9
Timing Repair Buffer | 118 | 996.0
path summary, 6_finish.rpt:
| kind | from | depth (start not counted) | slack, ps | to |
|---|---|---|---|---|
| min | x[3] | 7 | 2370 | out[2] |
| max | ctrl[3] | 8 | 70 | out[4] |
cell usage in the layout, fill, tap and decap left out, types with 3 or more instances in the layout:
cell type,synthesis,layout
sky130_fd_sc_hd__mux4_2,3,4
sky130_fd_sc_hd__ha_4,0,7
sky130_fd_sc_hd__a31oi_1,8,8
sky130_fd_sc_hd__nor3b_1,3,3
sky130_fd_sc_hd__a21oi_1,21,18
sky130_fd_sc_hd__mux2i_1,8,8
sky130_fd_sc_hd__o32ai_1,3,3
sky130_fd_sc_hd__o22ai_1,9,9
sky130_fd_sc_hd__nand2b_1,8,7
sky130_fd_sc_hd__o21ai_0,38,33
sky130_fd_sc_hd__xnor2_1,6,6
sky130_fd_sc_hd__buf_4,4,81
sky130_fd_sc_hd__o211ai_1,6,6
sky130_fd_sc_hd__o21ai_2,0,3
sky130_fd_sc_hd__buf_6,2,4
sky130_fd_sc_hd__inv_1,22,15
sky130_fd_sc_hd__buf_12,0,3
sky130_fd_sc_hd__mux4_1,6,5
sky130_fd_sc_hd__ha_1,24,14
sky130_fd_sc_hd__nand2_1,21,21
sky130_fd_sc_hd__ha_2,0,3
sky130_fd_sc_hd__nor2_1,24,23
sky130_fd_sc_hd__inv_2,0,7
sky130_fd_sc_hd__nand3_1,6,6
sky130_fd_sc_hd__a22oi_1,6,6
sky130_fd_sc_hd__dlygate4sd2_1,0,8
sky130_fd_sc_hd__nor3_1,6,5
sky130_fd_sc_hd__a221oi_2,0,3
sky130_fd_sc_hd__nor2b_1,6,3
sky130_fd_sc_hd__clkdlybuf4s50_1,0,19
timing repair:
action	in CTS	in global routing
resized	47	25
pin swaps	14	10
endpoints found under the setup margin	9	8
gates cloned	0	1
setup buffers	0	3
Power and IR drop assume default switching activity.
